## flow/config.mk

```make
export PLATFORM = sky130hd
export DESIGN_NAME = Processor
export DESIGN_NICKNAME = Processor
export VERILOG_FILES = /design/flow/design.v
export SDC_FILE = /design/flow/constraint.sdc
export NUM_CORES = 4
export LEC_CHECK = 1
export CORE_UTILIZATION = 30
```

## flow/constraint.sdc

```tcl
current_design Processor

set clk_period 8.0
set clk_io_pct 0.2

create_clock -name clk0 -period $clk_period [get_ports {CLK}]

set non_clock_inputs [all_inputs -no_clocks]
set_input_delay [expr $clk_period * $clk_io_pct] -clock clk0 $non_clock_inputs
set_output_delay [expr $clk_period * $clk_io_pct] -clock clk0 [all_outputs]
```

## flow/design.v

```verilog
`timescale 1ns / 1ps
module ALU(
    input CLK,
    input RESET,
    input [7:0] IN_A,
    input [7:0] IN_B,
    input [3:0] ALU_Op_Code,
    output [7:0] OUT_RESULT
    );
    reg [7:0] Out;
    always@(posedge CLK) begin
        if(RESET)
            Out <= 0;
        else begin
            case (ALU_Op_Code)
                4'h0: Out <= IN_A + IN_B;
                4'h1: Out <= IN_A - IN_B;
                4'h2: Out <= IN_A * IN_B;
                4'h3: Out <= IN_A << 1;
                4'h4: Out <= IN_A >> 1;
                4'h5: Out <= IN_A + 1'b1;
                4'h6: Out <= IN_B + 1'b1;
                4'h7: Out <= IN_A - 1'b1;
                4'h8: Out <= IN_B - 1'b1;
                4'h9: Out <= (IN_A == IN_B) ? 8'h01 : 8'h00;
                4'hA: Out <= (IN_A > IN_B) ? 8'h01 : 8'h00;
                4'hB: Out <= (IN_A < IN_B) ? 8'h01 : 8'h00;
                4'hC: Out <= (IN_A[0] | IN_B[0]) ? 8'h01 : 8'h00;
                default: Out <= IN_A;
            endcase
        end
    end
    assign OUT_RESULT = Out;
endmodule
`timescale 1ns / 1ps
module Processor(
    input CLK,
    input RESET,
    inout [7:0] BUS_DATA,
    output [7:0] BUS_ADDR,
    output BUS_WE,
    output [7:0] ROM_ADDRESS,
    input [7:0] ROM_DATA,
    input [1:0] BUS_INTERRUPTS_RAISE,
    output [1:0] BUS_INTERRUPTS_ACK,
    output [7:0] STATE
    );
    wire [7:0] BusDataIn;
    reg [7:0] CurrBusDataOut, NextBusDataOut;
    reg CurrBusDataOutWE, NextBusDataOutWE;
    assign BusDataIn = BUS_DATA;
    assign BUS_DATA = CurrBusDataOutWE ? CurrBusDataOut : 8'hZZ;
    assign BUS_WE = CurrBusDataOutWE;
    reg [7:0] CurrBusAddr, NextBusAddr;
    assign BUS_ADDR = CurrBusAddr;
    reg [7:0] CurrRegA, NextRegA;
    reg [7:0] CurrRegB, NextRegB;
    reg CurrRegSelect, NextRegSelect;
    reg [7:0] CurrProgContext, NextProgContext;
    reg [1:0] CurrInterruptAck, NextInterruptAck;
    assign BUS_INTERRUPTS_ACK = CurrInterruptAck;
    reg [7:0] CurrProgCounter, NextProgCounter;
    reg [1:0] CurrProgCounterOffset, NextProgCounterOffset;
    wire [7:0] ProgMemoryOut;
    wire [7:0] ActualAddress;
    assign ActualAddress = CurrProgCounter + CurrProgCounterOffset;
    assign ROM_ADDRESS = ActualAddress;
    assign ProgMemoryOut = ROM_DATA;
    wire [7:0] AluOut;
    ALU ALU0(
        .CLK(CLK),
        .RESET(RESET),
        .IN_A(CurrRegA),
        .IN_B(CurrRegB),
        .ALU_Op_Code(ProgMemoryOut[7:4]),
        .OUT_RESULT(AluOut)
    );
    parameter [7:0]  
    IDLE = 8'hF0,  
    GET_THREAD_START_ADDR_0 = 8'hF1,  
    GET_THREAD_START_ADDR_1 = 8'hF2,  
    GET_THREAD_START_ADDR_2 = 8'hF3,  
    CHOOSE_OPP = 8'h00,
    READ_FROM_MEM_TO_A = 8'h10,  
    READ_FROM_MEM_TO_B = 8'h11,  
    READ_FROM_MEM_0 = 8'h12,  
    READ_FROM_MEM_1 = 8'h13,  
    READ_FROM_MEM_2 = 8'h14,  
    WRITE_TO_MEM_FROM_A = 8'h20,  
    WRITE_TO_MEM_FROM_B = 8'h21,  
    WRITE_TO_MEM_0 = 8'h22,  
    DO_MATHS_OPP_SAVE_IN_A = 8'h30,  
    DO_MATHS_OPP_SAVE_IN_B = 8'h31,  
    DO_MATHS_OPP_0 = 8'h32,  
    IF_A_EQUALITY_B_GOTO = 8'h40,
    IF_A_EQUALITY_B_GOTO_0 = 8'h41,
    IF_A_EQUALITY_B_GOTO_1 = 8'h42,
    GOTO = 8'h50,
    GOTO_0 = 8'h51,
    GOTO_1 = 8'h52,
    FUNCTION_START = 8'h60,
    FUNCTION_START_0 = 8'h61,
    FUNCTION_START_1 = 8'h62,
    RETURN = 8'h70,
    RETURN_0 = 8'h71,
    DE_REFERENCE_A = 8'h80,
    DE_REFERENCE_B = 8'h81,
    DE_REFERENCE_0 = 8'h82,
    DE_REFERENCE_1 = 8'h83;
    reg [7:0] CurrState, NextState;
    always@(posedge CLK) begin
        if(RESET) begin
            CurrState = 8'h00;
            CurrProgCounter = 8'h00;
            CurrProgCounterOffset = 2'h0;
            CurrBusAddr = 8'hFF;  
            CurrBusDataOut = 8'h00;
            CurrBusDataOutWE = 1'b0;
            CurrRegA = 8'h00;
            CurrRegB = 8'h00;
            CurrRegSelect = 1'b0;
            CurrProgContext = 8'h00;
            CurrInterruptAck = 2'b00;
        end 
        else begin
            CurrState = NextState;
            CurrProgCounter = NextProgCounter;
            CurrProgCounterOffset = NextProgCounterOffset;
            CurrBusAddr = NextBusAddr;
            CurrBusDataOut = NextBusDataOut;
            CurrBusDataOutWE = NextBusDataOutWE;
            CurrRegA = NextRegA;
            CurrRegB = NextRegB;
            CurrRegSelect = NextRegSelect;
            CurrProgContext = NextProgContext;
            CurrInterruptAck = NextInterruptAck;
        end
    end
    assign STATE = CurrState;
    always@* begin
        NextState = CurrState;
        NextProgCounter = CurrProgCounter;
        NextProgCounterOffset = 2'h0;
        NextBusAddr = 8'hFF;
        NextBusDataOut = CurrBusDataOut;
        NextBusDataOutWE = 1'b0;
        NextRegA = CurrRegA;
        NextRegB = CurrRegB;
        NextRegSelect = CurrRegSelect;
        NextProgContext = CurrProgContext;
        NextInterruptAck = 2'b00;
        case (CurrState)
            IDLE: begin
                if(BUS_INTERRUPTS_RAISE[0]) begin  
                    NextState = GET_THREAD_START_ADDR_0;
                    NextProgCounter = 8'hFF;
                    NextInterruptAck = 2'b01;
                end 
                else if(BUS_INTERRUPTS_RAISE[1]) begin  
                    NextState = GET_THREAD_START_ADDR_0;
                    NextProgCounter = 8'hFE;
                    NextInterruptAck = 2'b10;
                end 
                else begin
                    NextState = IDLE;
                    NextProgCounter = 8'hFF;  
                    NextInterruptAck = 2'b00;
                end
            end
            GET_THREAD_START_ADDR_0: begin
                NextState = GET_THREAD_START_ADDR_1;
            end
            GET_THREAD_START_ADDR_1: begin
                NextState = GET_THREAD_START_ADDR_2;
                NextProgCounter = ProgMemoryOut;
            end
            GET_THREAD_START_ADDR_2:
                NextState = CHOOSE_OPP;
            CHOOSE_OPP: begin
                case (ProgMemoryOut[3:0])
                    4'h0: NextState = READ_FROM_MEM_TO_A;
                    4'h1: NextState = READ_FROM_MEM_TO_B;
                    4'h2: NextState = WRITE_TO_MEM_FROM_A;
                    4'h3: NextState = WRITE_TO_MEM_FROM_B;
                    4'h4: NextState = DO_MATHS_OPP_SAVE_IN_A;
                    4'h5: NextState = DO_MATHS_OPP_SAVE_IN_B;
                    4'h6: NextState = IF_A_EQUALITY_B_GOTO;
                    4'h7: NextState = GOTO;
                    4'h8: NextState = IDLE;
                    4'h9: NextState = FUNCTION_START;
                    4'hA: NextState = RETURN;
                    4'hB: NextState = DE_REFERENCE_A;
                    4'hC: NextState = DE_REFERENCE_B;
                    default: NextState = CurrState;
                endcase
                NextProgCounterOffset = 2'h1;
            end
            READ_FROM_MEM_TO_A: begin
                NextState = READ_FROM_MEM_0;
                NextRegSelect = 1'b0;
            end
            READ_FROM_MEM_TO_B: begin
                NextState = READ_FROM_MEM_0;
                NextRegSelect = 1'b1;
            end
            READ_FROM_MEM_0: begin
                NextState = READ_FROM_MEM_1;
                NextBusAddr = ProgMemoryOut;
            end
            READ_FROM_MEM_1: begin
                NextState = READ_FROM_MEM_2;
                NextProgCounter = CurrProgCounter + 2;
            end
            READ_FROM_MEM_2: begin
                NextState = CHOOSE_OPP;
                if(!CurrRegSelect)
                    NextRegA = BusDataIn;
                else
                    NextRegB = BusDataIn;
            end
            WRITE_TO_MEM_FROM_A: begin
                NextState = WRITE_TO_MEM_0;
                NextRegSelect = 1'b0;
                NextProgCounter = CurrProgCounter + 2;
            end
            WRITE_TO_MEM_FROM_B: begin
                NextState = WRITE_TO_MEM_0;
                NextRegSelect = 1'b1;
                NextProgCounter = CurrProgCounter + 2;
            end
            WRITE_TO_MEM_0: begin
                NextState = CHOOSE_OPP;
                NextBusAddr = ProgMemoryOut;
                if(!NextRegSelect)
                    NextBusDataOut = CurrRegA;
                else
                    NextBusDataOut = CurrRegB;
                NextBusDataOutWE = 1'b1;
            end
            DO_MATHS_OPP_SAVE_IN_A: begin
                NextState = DO_MATHS_OPP_0;
                NextRegA = AluOut;
                NextProgCounter = CurrProgCounter + 1;
            end
            DO_MATHS_OPP_SAVE_IN_B: begin
                NextState = DO_MATHS_OPP_0;
                NextRegB = AluOut;
                NextProgCounter = CurrProgCounter + 1;
            end
            DO_MATHS_OPP_0: NextState = CHOOSE_OPP;
            IF_A_EQUALITY_B_GOTO: begin
                if (AluOut)
                    NextState = IF_A_EQUALITY_B_GOTO_0;
                else begin
                    NextState = IF_A_EQUALITY_B_GOTO_1;
                    NextProgCounter = CurrProgCounter + 2;
                end
            end
            IF_A_EQUALITY_B_GOTO_0: begin
                NextState = IF_A_EQUALITY_B_GOTO_1;
                NextProgCounter = ProgMemoryOut;
            end
            IF_A_EQUALITY_B_GOTO_1: NextState = CHOOSE_OPP;
            GOTO: NextState = GOTO_0;
            GOTO_0: begin
                NextState = GOTO_1;
                NextProgCounter = ProgMemoryOut;
            end
            GOTO_1: NextState = CHOOSE_OPP;
            FUNCTION_START: begin
                NextState = FUNCTION_START_0;
                NextProgContext = CurrProgCounter + 2;
            end
            FUNCTION_START_0: begin
                NextState = FUNCTION_START_1;
                NextProgCounter = ProgMemoryOut;
            end
            FUNCTION_START_1: NextState = CHOOSE_OPP;
            RETURN: begin
                NextState = RETURN_0;
                NextProgCounter = CurrProgContext;
            end
            RETURN_0: NextState = CHOOSE_OPP;
            DE_REFERENCE_A: begin
                NextState = DE_REFERENCE_0;
                NextBusAddr = CurrRegA;
                NextRegSelect = 1'b0;
            end
            DE_REFERENCE_B: begin
                NextState = DE_REFERENCE_0;
                NextBusAddr = CurrRegB;
                NextRegSelect = 1'b1;
            end
            DE_REFERENCE_0: begin
                NextState = DE_REFERENCE_1;
                NextProgCounter = CurrProgCounter + 1;
            end
            DE_REFERENCE_1: begin
                NextState = CHOOSE_OPP;
                if (!CurrRegSelect)
                    NextRegA = BusDataIn;
                else
                    NextRegB = BusDataIn;
            end    
        endcase
    end
endmodule
```

## flow/run.sh

```bash
#!/bin/bash
# OpenROAD 26Q1-2900-gdf79404cd8, Yosys 0.63+post, stock flow scripts
make -C /OpenROAD-flow-scripts/flow DESIGN_CONFIG=/design/flow/config.mk WORK_HOME=/design/flow/orfs finish
```

==> impl_metrics.py <==
# Auto-generated metrics
metrics = {
    "synthesis": {
        "synthArstFlopShare_pct": 0,
        "syn_area_sq_um": 6370,
        "synth_flops": 68,
        "fa_ha_area_share_pct": 14.1,
        "synthTopLogicFamily": "AND-OR/OR-AND gates",
        "edf_count": 0,
        "yosys_cells": 813,
        "xor_share_pct": 6.98,
        "postSynthAreaPerCell_sq_um": 7.83,
        "synthCells": 813,
        "ys_chip_area_sq_um": 6370,
        "ff_type": "dfxtp_1",
        "yosysWarnings": 3,
        "ys_sh_mux_pct": 4.87,
        "ys_types": 74,
        "simple_gate_area_share_pct": 21.6,
        "ys_seq_share_pct": 21.4,
        "aoi_share_pct": 23.3,
    },
    "placement": {
        "place.port_buffers": 37,
        "gp_congestion": 0.963,
        "dpl.hpwl_microns": 13600,
        "place_area_sq_um": 6910,
    },
    "floorplanning": {
        "top_level_ports": 47,
        "die_y_microns": 148,
        "fp_util_pct": 31.1,
        "die_x_microns": 148,
        "num_rows": 52,
    },
    "outcome": {
        "toolErrorMsg": "[error] [KeplerFormal.cpp:679] Workflow failed: Iso has multiple drivers: .BUS_DATA0, BUS_DATA[0]$_SDFFE_PP0P_.Q0",
        "outcome": "stopped before the end",
        "failing_step": "clock tree synthesis",
    },
    "clock_network": {
        "post_cts_buffers": 0,
        "cts_hold_buf": 0,
        "root_buffer": "clkbuf_16",
        "clock-sinks": 68,
        "clockBufferDepth": 2,
        "cts_inserted_buffers": 9,
        "h-tree-depth": 3,
        "cts_resized": 0,
    },
}
==> kinds of logic after synthesis <==
| group | after synthesis |
|---|---|
| flip-flops | 68 |
| AND/OR/NAND/NOR | 285 |
| other | 1 |
| XOR/XNOR | 46 |
| multiplexers | 30 |
| buffers and inverters | 118 |
| adder cells (fa/ha/maj) | 63 |
| AND-OR/OR-AND | 202 |
==> synth_stat cells (5+ instances only) <==
| cell | number | area (sq um) |
|---|---|---|
| mux2i_1 | 22 | 220 |
| and2_1 | 10 | 62.6 |
| a22o_1 | 5 | 43.8 |
| o21a_1 | 6 | 45.0 |
| dfxtp_1 | 68 | 1360 |
| nand3_1 | 13 | 65.1 |
| nor3b_1 | 9 | 67.6 |
| a221oi_1 | 6 | 52.6 |
| a311oi_1 | 6 | 52.6 |
| nor3_1 | 20 | 100 |
| a21oi_1 | 39 | 195 |
| or3_1 | 6 | 37.5 |
| buf_2 | 17 | 85.1 |
| a21o_1 | 11 | 82.6 |
| xnor2_1 | 30 | 263 |
| a222oi_1 | 11 | 110 |
| a22oi_1 | 6 | 45.0 |
| nor2_1 | 100 | 375 |
| o21ai_0 | 27 | 135 |
| fa_1 | 15 | 300 |
| o21bai_1 | 6 | 45.0 |
| nand2_1 | 71 | 267 |
| mux2_2 | 8 | 90.1 |
| clkbuf_1 | 32 | 120 |
| nor4_1 | 7 | 43.8 |
| ha_1 | 47 | 588 |
| xor2_1 | 13 | 114 |
| inv_1 | 61 | 229 |
| nor2b_1 | 13 | 81.3 |
| a211oi_1 | 27 | 203 |
| a31oi_1 | 9 | 56.3 |
| and3_1 | 7 | 43.8 |
| o32ai_1 | 6 | 52.6 |
| nand2b_1 | 8 | 50.1 |
==> through the flow <==
step	setup slack, ns	instances	hold WS (ns)
2_1_floorplan	3.67	813	0.454
3_3_place_gp	3.02	1077	0.468
3_5_place_dp	2.97	1077	0.477
