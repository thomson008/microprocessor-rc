**design/flow/run.sh**
```bash
#!/bin/bash
# OpenROAD 26Q1-2900-gdf79404cd8, Yosys 0.63+post, stock flow scripts
make -C /OpenROAD-flow-scripts/flow DESIGN_CONFIG=/design/flow/config.mk WORK_HOME=/design/flow/orfs finish
```
**design/flow/config.mk**
```make
export PLATFORM = sky130hd
export DESIGN_NAME = VGA_Controller
export DESIGN_NICKNAME = VGA_Controller
export VERILOG_FILES = /design/flow/design.v
export SDC_FILE = /design/flow/constraint.sdc
export NUM_CORES = 4
export LEC_CHECK = 1
export CORE_UTILIZATION = 30
export SYNTH_MEMORY_MAX_BITS = 65536
```
**design/flow/constraint.sdc**
```tcl
current_design VGA_Controller

set clk_period 1.6
set clk_io_pct 0.2

create_clock -name clk0 -period $clk_period [get_ports {CLK}]

set non_clock_inputs [all_inputs -no_clocks]
set_input_delay [expr $clk_period * $clk_io_pct] -clock clk0 $non_clock_inputs
set_output_delay [expr $clk_period * $clk_io_pct] -clock clk0 [all_outputs]
```
**design/flow/design.v**
```verilog
`timescale 1ns / 1ps
module Frame_Buffer(
    input A_CLK,
    input [14:0] A_ADDR,      
    input A_DATA_IN,          
    output reg A_DATA_OUT,   
    input A_WE,               
    input B_CLK,
    input [14:0] B_ADDR,     
    output reg B_DATA            
    );
    reg [0:0] Mem [2**15-1:0];
    always@(posedge A_CLK) begin
        if(A_WE)
            Mem[A_ADDR] <= A_DATA_IN;
        A_DATA_OUT <= Mem[A_ADDR];
    end
    always@(posedge B_CLK)
        B_DATA <= Mem[B_ADDR];
endmodule
`timescale 1ns / 1ps
module VGA_Controller(
        input CLK,
        input RESET,
        input [7:0] BUS_ADDR,
        inout [7:0] BUS_DATA,
        input  BUS_WE,
        output [7:0] COLOUR_OUT,
        output HS,
        output VS
    );
    parameter [7:0] VGABaseAddress = 8'hB0;
    parameter [7:0] MouseLimitY = 120;
    wire [15:0] Config_colour = {8'hFF, 8'h00};
    wire [14:0] address_connect;
    wire Data_FB_VGA;
    wire Data_FB;   
    wire DPR_CLK;
    reg FrameBuffer_WE;
    reg [14:0] ADDR_FB;
    reg Pixel_data;
    Frame_Buffer fb (
        .A_CLK(CLK),
        .A_ADDR(ADDR_FB),      
        .A_DATA_IN(Pixel_data),          
        .A_DATA_OUT(Data_FB),
        .A_WE(FrameBuffer_WE),               
        .B_CLK(DPR_CLK),
        .B_ADDR(address_connect),      
        .B_DATA(Data_FB_VGA)
    );   
    VGA_Sig_Gen sg ( 
        .CLK(CLK),
        .RESET(RESET),
        .CONFIG_COLOURS(Config_colour),
        .DPR_CLK(DPR_CLK),
        .VGA_ADDR(address_connect),
        .VGA_DATA(Data_FB_VGA),
        .VGA_HS(HS),
        .VGA_VS(VS),
        .VGA_COLOUR(COLOUR_OUT)
    );
    reg VGABusWE;
    reg [7:0] Out;
    assign BUS_DATA = (VGABusWE) ? Out : 8'hZZ;
    always@(posedge CLK) begin
        if (BUS_WE) begin
            VGABusWE <= 1'b0;
            if (BUS_ADDR == VGABaseAddress) begin
                FrameBuffer_WE <= 1'b0;
                ADDR_FB[7:0] <= BUS_DATA;
            end
            else if (BUS_ADDR == VGABaseAddress + 1) begin
                FrameBuffer_WE <= 1'b0;
                ADDR_FB[14:8] <= MouseLimitY - BUS_DATA - 1;
            end
            else if (BUS_ADDR == VGABaseAddress + 2) begin
                FrameBuffer_WE <= 1'b1;
                Pixel_data <= BUS_DATA[0];
            end
            else
                FrameBuffer_WE <= 1'b0;
        end
        else begin
            if (BUS_ADDR >= VGABaseAddress & BUS_ADDR < VGABaseAddress + 3)
                VGABusWE <= 1'b1;
            else
                VGABusWE <= 1'b0;
            FrameBuffer_WE <= 1'b0;
        end
        Out <= Data_FB;
    end
endmodule
`timescale 1ns / 1ps
module VGA_Sig_Gen(
    input CLK,
    input RESET,
    input [15:0] CONFIG_COLOURS,
    output DPR_CLK,
    output [14:0] VGA_ADDR,
    input VGA_DATA,
    output reg VGA_HS,
    output reg VGA_VS,
    output reg [7:0] VGA_COLOUR
    );
    reg VGA_CLK_1;
    always@(posedge CLK) begin
        if (RESET)
            VGA_CLK_1 <= 0;
        else 
            VGA_CLK_1 <= ~VGA_CLK_1;
    end
    reg VGA_CLK;
    initial begin 
    VGA_CLK =0;
    VGA_CLK_1 =0;
    end
    always@(posedge VGA_CLK_1) begin
        if (RESET)
            VGA_CLK <= 0;
        else 
            VGA_CLK <= ~VGA_CLK;
    end
    parameter HTs       = 800;   
    parameter HTpw      = 96;    
    parameter HTDisp    = 640;   
    parameter Hbp       = 48;    
    parameter Hfp       = 16;    
    parameter VTs       = 521;   
    parameter VTpw      = 2;     
    parameter VTDisp    = 480;   
    parameter Vbp       = 29;    
    parameter Vfp       = 10;    
    parameter VertTimeToPulseWidthEnd  = 10'd2;
    parameter VertTimeToBackPorchEnd   = 10'd31;
    parameter VertTimeToDisplayTimeEnd = 10'd511;
    parameter VertTimeToFrontPorchEnd  = 10'd521;
    parameter HorzTimeToPulseWidthEnd  = 10'd96;
    parameter HorzTimeToBackPorchEnd   = 10'd144;
    parameter HorzTimeToDisplayTimeEnd = 10'd784;
    parameter HorzTimeToFrontPorchEnd  = 10'd800;
    reg [9:0]   ADDRH;
    reg [9:0]   ADDRV;
    reg [9:0]   HCounter;
    reg [9:0]   VCounter;
    initial begin
    HCounter <= 1;
    VCounter <= 1;
    end
    always@(posedge VGA_CLK) begin
        if (RESET)
            HCounter <= 1;
        else begin
            if (HCounter == 800)
                HCounter <= 1;
            else
                HCounter <= HCounter + 1;
        end
    end
    always@(posedge VGA_CLK) begin
        if (RESET)
            VCounter <= 1;
        else begin
        if (HCounter == 800) begin
            if(VCounter == 521)
                VCounter <= 1;
            else 
                VCounter <= VCounter + 1;
        end
        end
    end
    assign DPR_CLK  = VGA_CLK;
    assign VGA_ADDR = {ADDRV[8:2], ADDRH[9:2]};
    always@(posedge VGA_CLK) begin     
        if (HCounter <= HorzTimeToPulseWidthEnd)
            VGA_HS <= 0;
        else
            VGA_HS <= 1;
        if (VCounter <= VertTimeToPulseWidthEnd)
            VGA_VS <= 0;
        else
            VGA_VS <= 1;
        if((VertTimeToBackPorchEnd < VCounter) && (VCounter <= VertTimeToDisplayTimeEnd))
           ADDRV <= VCounter- VertTimeToBackPorchEnd;
        else
           ADDRV <= 0;
        if ((HorzTimeToBackPorchEnd < HCounter) && (HCounter <= HorzTimeToDisplayTimeEnd))
            ADDRH <= HCounter-HorzTimeToBackPorchEnd;            
       else 
            ADDRH <= 0;
        if ((VertTimeToBackPorchEnd < VCounter) && (VCounter <= VertTimeToDisplayTimeEnd) && (HorzTimeToBackPorchEnd < HCounter) &&(HCounter <= HorzTimeToDisplayTimeEnd)) begin
            if(VGA_DATA)begin
                VGA_COLOUR <= CONFIG_COLOURS[15:8]; 
            end
            else begin
            VGA_COLOUR <= CONFIG_COLOURS[7:0];
            end
        end
        else
        VGA_COLOUR <=16'b0000000000000000;   
end
endmodule
```
==> results.yml <==
# flow metrics
logic_synthesis:
  xor_share: 0.0467
  synth.distinct_cells: 48
  async_flop_share: 0
  synth-edff-count: 7
  synth.avg_cell_area_um2: 10.1
  netlist_instances: 205
  numSynthFlops: 44
  ys_sh_simple: 0.252
  ys.flop_type: "dfxtp_1"
  postSynthSeqShare: 0.461
  top_logic_kind: "simple AND/OR/NAND/NOR gates"
  ys_area_um2: 2060
  ys_warn_count: 4
  syn_area_um2: 2060
  adder_share: 0.0243
  mux_area_frac: 0.0218
  compound_area_frac: 0.0995
  yosys_cells: 205
clock_tree:
  holdBufCountCts: 0
  clockBufferDepth: 2
  cts_root_buffer: "clkbuf_8"
  post_cts.repair.setup_buffers: 0
  cts-htree-levels: 1
  cts-buffers-inserted: 3
  cts_resized: 0
timing:
  untimed_endpoints: 43
  unclocked_regs: 33
floorplan:
  die_w_um: 84.9
  ios: 29
  fp-row-count: 29
  die_h_um: 84.9
  initCoreUtil: 0.317
outcome:
  error: "[error] [KeplerFormal.cpp:679] Workflow failed: Iso has multiple drivers: .BUS_DATA0, BUS_DATA[0]$_DFF_P_.Q0"
  outcome: "aborted with a tool error"
  lastStage: "4_1_cts"
place:
  dpl.cell_count: 288
  port-buffer-count: 20
  gp_congestion: 0.766
  dp.final_hpwl_um: 2520
## stage by stage
stage	setup TNS [ns]	setup WS (ns)	instance area [µm²]	power [mW]
after detailed placement	-0.597	-0.220	2230	0.397
after global placement	-0.538	-0.205	2230	0.397
after floorplan	0	0.317	2080	0.371
## synthesized netlist by cell type (2+ instances only)
master	count	area, µm²
buf_4	16	120
nand3_1	12	60.1
ha_1	4	50.1
nor3_1	3	15.0
and3_1	2	12.5
mux4_2	2	45.0
clkbuf_1	3	11.3
nand4_1	2	12.5
clkbuf_8	2	27.5
a31oi_1	6	37.5
o31ai_1	3	22.5
nor4_1	3	18.8
or4_1	3	22.5
dfxtp_1	37	741
edfxtp_1	7	210
o21ai_0	6	30.0
nor2_1	17	63.8
xor2_1	4	35.0
a211oi_1	3	22.5
nor4_2	3	37.5
xnor2_1	7	61.3
nand2_1	11	41.3
nor3b_1	7	52.6
and4_1	2	17.5
or3_1	3	18.8
inv_1	7	26.3
or3_2	2	15.0
a21oi_1	8	40.0
## cell families after synthesis
group	count (synthesis)
other cells	1
mux	2
fa+ha+maj	4
simple gates	84
flops	44
compound gates	30
xor+xnor	11
buf+inv	29
Power and IR drop assume default switching activity.
